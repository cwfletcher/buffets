--- design/flow/run.sh ---
#!/bin/bash
# OpenROAD 26Q1-2900-gdf79404cd8, Yosys 0.63+post, stock flow scripts
make -C /OpenROAD-flow-scripts/flow DESIGN_CONFIG=/design/flow/config.mk WORK_HOME=/design/flow/orfs finish
--- design/flow/config.mk ---
export PLATFORM = sky130hd
export DESIGN_NAME = leadingZero32
export DESIGN_NICKNAME = leadingZero32
export VERILOG_FILES = /design/flow/design.v
export SDC_FILE = /design/flow/constraint.sdc
export NUM_CORES = 4
export LEC_CHECK = 1
export CORE_AREA = 10 10 101 101
export DIE_AREA = 0 0 111 111
--- design/flow/constraint.sdc ---
current_design leadingZero32

set clk_period 2.1
set clk_io_pct 0.2

create_clock -name clk0 -period $clk_period

set non_clock_inputs [all_inputs -no_clocks]
set_input_delay [expr $clk_period * $clk_io_pct] -clock clk0 $non_clock_inputs
set_output_delay [expr $clk_period * $clk_io_pct] -clock clk0 [all_outputs]
--- design/flow/design.v ---
module encode
        (array,
        enc_array);
input       [1:0]   array;
output reg  [1:0]   enc_array;
always@(*) begin
    if(array == 2'b00)
        enc_array = 2'b10;
    else if(array == 2'b01)
        enc_array = 2'b01;
    else
        enc_array = 2'b00;
end
endmodule
module assemble
        (
        array_i,
        array_o
    );
   parameter   WIDTH = 2;
   localparam WIDTH_IN = 2 * WIDTH;
   localparam   WIDTH_OUT = WIDTH + 1;
   input        [WIDTH_IN-1:0]  array_i;
   output reg   [WIDTH_OUT-1:0] array_o;
   wire     [WIDTH_IN/2-1:0]    RHS = array_i[WIDTH-1:0];
   wire     [WIDTH_IN/2-1:0]    LHS = array_i[WIDTH_IN-1: WIDTH];
   always @(*) begin
       if(LHS[WIDTH-1] &  RHS[WIDTH-1])
           array_o = {1'b1, {WIDTH{1'b0}}};
       else if(LHS[WIDTH-1] & ~RHS[WIDTH-1])
           array_o = {2'b01, RHS[WIDTH-2:0]};
       else if(~LHS[WIDTH-1])
           array_o = {1'b0, LHS};
   end
endmodule 
module leadingZero32
    (
    sequence,
    index
    );
    input   [31:0]  sequence;
    output  [5:0]   index;
    wire [31:0] enc_sequence;
    wire [23:0] sequence_step1;
    wire [15:0] sequence_step2;
    wire [9:0]  sequence_step3;
	genvar i;
	generate
		for (i=0; i<16; i=i+1) begin : encoder
		encode u_enc(
			.array(sequence[i*2 +: 2]),
			.enc_array(enc_sequence[i*2 +: 2])
		);
	end 
	endgenerate
	generate
	for (i=0; i<8; i=i+1) begin : assembleS1
		assemble #(
				.WIDTH(2)
				) u_assemble(
					.array_i(enc_sequence[i*4 +: 4]),
					.array_o(sequence_step1[i*3 +: 3])
				);
	end 
	endgenerate
	generate
	for (i=0; i<4; i=i+1) begin : assembleS2
		assemble #(
				.WIDTH(3)
				) u_assemble(
					.array_i(sequence_step1[i*6 +: 6]),
					.array_o(sequence_step2[i*4 +: 4])
				);
	end 
	endgenerate
	generate
	for (i=0; i<2; i=i+1) begin : assembleS3
		assemble #(
				.WIDTH(4)
				) u_assemble(
					.array_i(sequence_step2[i*8 +: 8]),
					.array_o(sequence_step3[i*5 +: 5])
				);
	end 
	endgenerate
	assemble #(5)u_assemble(sequence_step3, index);
endmodule
module leadingZero8
    (
    sequence,
    index
    );
    parameter W = 8;
    input   [W-1:0]  sequence;
    output  [3:0]   index;
    wire [W-1:0] enc_sequence;
    wire [5:0] sequence_step1;
	genvar i;
	generate
		for (i=0; i<W/2; i=i+1) begin : encoder
		encode u_enc(
			.array(sequence[i*2 +: 2]),
			.enc_array(enc_sequence[i*2 +: 2])
		);
	end 
	endgenerate
	generate
	for (i=0; i<W/4; i=i+1) begin : assembleS1
		assemble #(
				.WIDTH(2)
				) u_assemble(
					.array_i(enc_sequence[i*4 +: 4]),
					.array_o(sequence_step1[i*3 +: 3])
				);
	end 
	endgenerate
	assemble #(3)u_assemble(sequence_step1, index);
endmodule
==> run notes <==
impl run done, here's what came out: Synth mux share 0, P&R area growth vs syn 52.4%, Tot GR Track Use 0.0366, first-pass GRT wire length 4060 um, Vert. Die Dim 111 um, largest net degree at the start of global routing 6, worst-path fanout max 5, YS chip area 0.00142 mm2, Post-Synth AOI/OAI Area 0.143, CP Data Required Time 1.68 ns, Net Sw Power 0.0682 mW, register pins left without a clock 56, clock group share of total power 0, share of cells above drive strength 1 0.312, met1 wire length 1130 um, number of distinct library cells after synthesis 13, Simple-Gate Fraction of Synth Area 0.220, Core Region 0.00813 mm2, hold buffer count at cts 0, final wirelength 2320 um, Adder Share, Synth 0, Slew Viols, Final 0, CP peak stage delay 0.40 ns, # Max-Cap Violations 0, Worst EP arrival 2.88 ns, failing checks setup timing, DRC errors left 0, uppermost layer routed met3, pre-CTS setup slack -2.05 ns, synthesized area 0.00142 mm2, post-route insts no fill 342, postcts setup bufs 0, Reg power frac 0.371, placed insts 342, pwr dens 94.2 mW/mm2, Leak Pwr 1.05 nW, HPWL after DPL 2140 um, Worst Slack Setup Final -1.20 ns, Max VDD drop 44.8 uV, Final ANT Viol Nets 0, setup violators final 6, IO Port Bufs 38, CP startpoint kind input port, Top Layout Cells 56 x conb_1, 41 x dlxtn_1, 21 x buf_2, vias per inst 3.03, Slowest-stage cell, CP dlxtn_2, cell seen most often among critical-path stages dlxtn_2, fmax 303 MHz, Syn Area/Cell 9.83 um2, FF/Latch Area 860 um2, initial detailed-routing violation count 10, Setup crit end kind primary output, DR WL met3 87 um, fin crit share 1.57, yosys warns 5, full die area 0.0123 mm2, Commonest Layout Cell conb_1, Yosys Instances 144, Inserted Diodes 0, setup_tns -6.82 ns, Hold Vio Cnt, Final 0, Combinational Power Share 0.629, OpenROAD warnings 35, initial core utilization 0.174, endpoints left unconstrained 56, Period minus WS final 3.30 ns, unrepaired setup endpoints after global routing yes, initial antenna violation count 0, met2 wire length 1110 um, crit path buf inv count 2, logic area 830 um2, drt pass-1 iters 4, switch share 0.336, global route overflow 0, CP top delay family latches, routed len/inst 6.78 um, vias in the first global route 1014, worst path cell trace clkdlybuf4s15_1 > nor4_4 > dlxtn_2 > and2_4 > dlxtn_2 > and2_4 > dlxtn_2 > nor2b_4 > a22o_2 > dlxtn_2 > buf_2, count of state elements after synthesis 56, CP Class in2out, IO Pins 38, Die Width 111 um, outcome finished with violations, Site Rows 33, vias 1036, Fillers 851, XOR/XNOR Area Share 0, Synth logic family simple AND/OR/NAND/NOR gates, Post-Syn Instances 144, Final Total Pwr 0.203 mW, GPL Wtd Cong 0.695, internal power 0.135 mW
[power groups by stage]
stage | Clock, mW | Sequential [mW] | Combinational (mW)
global route | 0 | 0.0782 | 0.146
finish | 0 | 0.0754 | 0.128
CTS | 0 | 0.0757 | 0.115
[what timing repair did]
action                                  CTS  global route
pin swaps                                21            17
endpoints found under the setup margin    6             6
resized                                 151            29
endpoints found under the hold margin     0             0
[worst max path at each step]
stage / start / to / cells after the start
after CTS: sequence[16] / index[2] / 11
after global routing: sequence[27] / index[2] / 11
final: sequence[27] / index[2] / 11
[layer usage]
metal | track usage | vias to the layer above
met1 | 0.0474 | 402
met3 | 0.00438 | 0
met2 | 0.0672 | 19
li1 | - | 615
met5 | 0 | -
met4 | 0 | 0
[flip-flops by register name, indices dropped and copies added, names as in the netlist]
register                       count
assembleS1.u_assemble.array_o     24
u_assemble.array_o                 6
assembleS3.u_assemble.array_o     10
assembleS2.u_assemble.array_o     16
[cells in the mapped netlist]
master    instances  area share
a21oi_1           8       0.028
a22o_1           14       0.087
a22o_2            4       0.028
and2_1            6       0.027
and2_2            1      0.0053
conb_1            1      0.0026
dlxtn_1          56        0.59
inv_1            15       0.040
nand2b_1          8       0.035
nor2_1            8       0.021
nor2b_4           7       0.068
nor3_1            8       0.028
nor4_1            8       0.035
[layout make-up]
| class | instances | share of cell area |
|---|---|---|
| inverters | 15 | 0.0261 |
| multi-input cells | 128 | 0.385 |
| well taps | 105 | 0.0609 |
| repair buffers | 38 | 0.130 |
| flip-flops and latches | 56 | 0.398 |
[through the flow]
stage                      util  cell area [um2]
after detailed placement  0.263             2140
final                     0.265             2160
after floorplan               -             1630
after CTS                 0.256             2080
after global routing      0.265             2160
after global placement    0.263             2140
[cells by family after synthesis]
family                 count (synthesis)
latches                               56
AND/OR/NAND/NOR                       46
AND-OR/OR-AND                         26
buffers and inverters                 15
other                                  1
Power and IR drop assume default switching activity.
